==> flow/design.v <==
`timescale 1ns / 1ps
module ALU_Logic  
    #(
        parameter SIZE_COD  = 6,  
        parameter SIZE_OP   = 4   
     )
     (
        input signed [SIZE_OP - 1: 0]   i_a,        
        input signed [SIZE_OP - 1: 0]   i_b,        
        input signed [SIZE_COD - 1: 0]  i_code,     
        output signed [SIZE_OP - 1: 0]  result         
     );
     reg [SIZE_OP - 1:0] tmp;  
     always @(*) begin
        case (i_code)
            6'b100000: tmp = i_a + i_b;        
            6'b100010: tmp = i_a - i_b;        
            6'b100100: tmp = i_a & i_b;        
            6'b100101 : tmp = i_a | i_b;        
            6'b100110: tmp = i_a ^ i_b;        
            6'b000011: tmp = i_a >>> i_b;      
            6'b000010: tmp = i_a >> i_b;       
            6'b100111: tmp = ~(i_a | i_b);     
            default: tmp = 16'b0;  
        endcase
    end
    assign result = tmp; 
endmodule
`timescale 1ns / 1ps
module ALU_Top
    #(
        parameter SIZE_BTN  = 3,  
        parameter SIZE_COD  = 6,  
        parameter SIZE_OP   = 4   
     )
     (
        input[SIZE_BTN - 1: 0]  i_btn,    
        input[SIZE_COD - 1: 0]  i_sw,     
        input                   i_reset,  
        input                   clock,    
        output[SIZE_OP - 1: 0]  o_led     
     );
        reg [SIZE_OP - 1 : 0]  op_a;
        reg [SIZE_OP - 1 : 0]  op_b;
        reg [SIZE_COD - 1 : 0] op_code;
     always @(posedge clock)  
     begin
        if(i_reset)begin  
            op_a       <=   4'b0;
            op_b       <=   4'b0;
            op_code    <=   6'b0;
        end  
        case(i_btn)        
            3'b001  : op_a <= i_sw[SIZE_OP-1 : 0];       
            3'b010  : op_b <= i_sw[SIZE_OP-1 : 0];       
            3'b100  : op_code <= i_sw[SIZE_COD-1 : 0];   
        endcase
     end 
     ALU_Logic ALU (.i_a(op_a),.i_b(op_b),.i_code(op_code),.result(o_led));
endmodule
==> flow/run.sh <==
#!/bin/bash
# OpenROAD 26Q1-2900-gdf79404cd8, Yosys 0.63+post, stock flow scripts
make -C /OpenROAD-flow-scripts/flow DESIGN_CONFIG=/design/flow/config.mk WORK_HOME=/design/flow/orfs finish
==> flow/config.mk <==
export PLATFORM = sky130hd
export DESIGN_NAME = ALU_Top
export DESIGN_NICKNAME = ALU_Top
export VERILOG_FILES = /design/flow/design.v
export SDC_FILE = /design/flow/constraint.sdc
export NUM_CORES = 4
export LEC_CHECK = 1
export CORE_AREA = 10 10 90 90
export DIE_AREA = 0 0 100 100
==> flow/constraint.sdc <==
current_design ALU_Top

set clk_period 3.9
set clk_io_pct 0.2

create_clock -name clk0 -period $clk_period [get_ports {clock}]

set non_clock_inputs [all_inputs -no_clocks]
set_input_delay [expr $clk_period * $clk_io_pct] -clock clk0 $non_clock_inputs
set_output_delay [expr $clk_period * $clk_io_pct] -clock clk0 [all_outputs]
==> impl_metrics.yaml <==
# physical design summary
sta:
  fmax_ghz: 0.2701
  rsz0062_at_grt: "false"
  finalHoldViolCount: 0
  drv_slew: 0
  holdWs_ns: 1.200
  tightest_slew_ns: 0.5666
  fin_tns_setup_ns: 0
  finalCritPeriodShare_pct: 94.92
  relSlewSlack_pct: 62.15
  layout_min_cycle_time_ns: 3.702
  setup_violations: 0
detailed_routing:
  wl_um: 2621
  drt_iter0_drc: 78
  ant_nets: 0
  post_drt_wl_per_cell_um: 11.45
  firstDrtPassIters: 4
  vias_per_cell: 4.376
  drc: 0
  vias: 1002
  diodes: 0
setup_path:
  required_ns: 3.12
  end_kind: "output pin"
  crit_type: "reg2out"
  crit_path_start: "op_code[3]"
  crit_path_max_fanout: 5
  cp.arrival_ns: 2.92
  worst_setup_path_start_kind: "flop"
  crit_path_end: "o_led[2]"
die:
  ios: 15
  die-area_sq_um: 10000
  core_sq_um: 6277
  die_h_um: 100
  die_w_um: 100
  fp_util_pct: 21.07
  core.rowCount: 29
global_route:
  grt_pass1_vias: 973
  grt_pass1_wl_um: 4643
  grtUsageTotal_pct: 5.464
  antenna_found_initial: 0
  grt_start_max_net_pins: 19
  overflow: 0
synthesis:
  edf_count: 14
  flop_cell: "edfxtp_1"
  topCellsByArea: "edfxtp_1 (32%), ha_1 (12%), and2_1 (6.6%), a21oi_1 (4.2%), xnor2_1 (3.3%)"
  yosysCellCount: 138
  top_area_share_pct: 31.79
  largest_area_cell: "edfxtp_1"
  synth_area_sq_um: 1323
  postSynthSeqShare_pct: 31.79
  syn_inst: 138
  synth_flops: 14
  ys_area_sq_um: 1323
  async_reset_ff_share_pct: 0
  ys_warn_count: 2
  synthDistinctLibCells: 39
  syn_avg_cell_area_sq_um: 9.583
place:
  place.detailed.hpwl_um: 2139
  io_buffers: 14
  placed_area_sq_um: 1536
  place_congestion: 0.8482
power_and_ir_drop:
  p_sw_share_pct: 29.20
  seqPwrFrac_pct: 43.1
  p_leak_uw: 0.0006220
  clockPowerShare_pct: 24.8
  powerDensity_nw_per_um2: 287.1
  peakVddDrop_v: 0.0002209
  power_frac_comb_pct: 32.2
  p_switching_uw: 133.2
  p_int_uw: 323.0
clock_tree:
  post_cts_buffers: 0
  clk_transition_reported_paths_ns: 0.05
  ctsHoldBuffers: 0
  cts_tree: "built"
  clockRootBuffer: "clkbuf_8"
  cts-resized-gates: 0
  numCtsBuffers: 3
  clkSinkCount: 14
  clockBufferDepth: 2
  htree_levels: 1
cells_and_area:
  areaGrowthSynthToFinish_pct: 20.15
  stdcell_area_sq_um: 1589
  drive_gt1_share_pct: 12.50
  final_cell_mix: "and2_1 (14), edfxtp_1 (14), ha_1 (13), clkdlybuf4s50_1 (13), a21oi_1 (11)"
outcome:
  status: "finished clean"
hold_path:
  hp-class: "in2reg"
job:
  maxCapViolCount: 0
  warnings: 31
[stage by stage]
stage | total power (uW) | worst slack, ns | util [%] | std cells
global route | 488.8 | 0.05150 | 25.31 | 229
detailed placement | 346.5 | 0.3236 | 24.48 | 225
CTS | 462.6 | 0.03949 | 25.19 | 229
finish | 456.2 | 0.1982 | 25.31 | 229
floorplan | 305.3 | 1.117 | - | 138
global placement | 346.9 | 0.3319 | 24.48 | 225
[per-layer routing]
layer  part of all wire (%)  vias to the layer above  track usage, %
met3                    3.9                        0          0.9715
met5                      0                        -               0
li1                       -                      521               -
met4                      0                        0          0.4348
met1                     50                      459           7.702
met2                     46                       22           8.960
[cell usage after synthesis (all sizes together) (5+ instances only)]
master and n:
a21oi 11, and2 14, buf 7, edfxtp 14, ha 13, inv 9, nand2 8, nor2 7
nor3b 5, xnor2 6
[state kept, by name, summed over array words and instances, names as in the netlist]
register,flops
op_b,4
op_code,6
op_a,4
[worst max-delay path, cell delays in order, from the launching register on]
cell	delay, ns
edfxtp_1	0.40
nor2_2	0.16
nand2_2	0.11
or3_4	0.39
nor2b_1	0.15
xnor2_1	0.12
ha_1	0.32
xor2_1	0.17
nor3_1	0.13
a21oi_1	0.06
o22ai_1	0.17
clkdlybuf4s50_1	0.51
[logic make-up after synthesis]
group                      synth area share [%]
AOI/OAI and AO/OA                         16.75
buffers and inverters                     6.527
adders and majority gates                 13.81
DFF                                       31.79
xor gates and xnor gates                  6.528
muxes                                     1.514
and+or+nand+nor                           23.08
[final cells by class]
cell class,count,area (sq um)
tap,77,96.34
clock inverter,1,3.754
timing repair buffer,18,172.7
clock buffer,3,41.29
inverter,9,33.78
multi-input combinational,107,820.8
fill,651,4688
sequential,14,420.4
[how the worst min path moves through the flow]
stage,end,slack (ns),depth (start not counted),start
after CTS,op_code[5],1.20,2,i_sw[5]
after global routing,op_code[5],1.21,2,i_sw[5]
final,op_code[5],1.20,2,i_sw[5]
[power by group through the flow]
stage	sequential [uW]	combinational, uW	clock, uW
finish	197	147	113
global route	198	166	124
CTS	196	148	118
No activity file was given, so power comes from the tool's default toggle rates.
